**flow/run.sh**
```bash
#!/bin/bash
# OpenROAD 26Q1-2900-gdf79404cd8, Yosys 0.63+post, stock flow scripts
make -C /OpenROAD-flow-scripts/flow DESIGN_CONFIG=/design/flow/config.mk WORK_HOME=/design/flow/orfs finish
```
**flow/config.mk**
```make
export PLATFORM = sky130hd
export DESIGN_NAME = sha1_guesser
export DESIGN_NICKNAME = sha1_guesser
export VERILOG_FILES = /design/flow/design.v
export SDC_FILE = /design/flow/constraint.sdc
export NUM_CORES = 4
export LEC_CHECK = 1
export CORE_AREA = 10 10 642 642
export DIE_AREA = 0 0 652 652
```
**flow/constraint.sdc**
```tcl
current_design sha1_guesser

set clk_period 55.3
set clk_io_pct 0.2

create_clock -name clk0 -period $clk_period [get_ports {clk}]

set non_clock_inputs [all_inputs -no_clocks]
set_input_delay [expr $clk_period * $clk_io_pct] -clock clk0 $non_clock_inputs
set_output_delay [expr $clk_period * $clk_io_pct] -clock clk0 [all_outputs]
```
**flow/design.v**
```verilog
module sha1_block (
    input wire clk,
    input wire start,
    input wire [159:0] context_in,
    input wire [511:0] block,
    output wire done,
    output wire [159:0] context_out);
reg [6:0] round;
reg [159:0] context;
wire [159:0] context_next;
assign done = round == 80;
wire [31:0] h0 = context_in[159:128];
wire [31:0] h1 = context_in[127:96];
wire [31:0] h2 = context_in[95:64];
wire [31:0] h3 = context_in[63:32];
wire [31:0] h4 = context_in[31:0];
wire [31:0] a = context[159:128];
wire [31:0] b = context[127:96];
wire [31:0] c = context[95:64];
wire [31:0] d = context[63:32];
wire [31:0] e = context[31:0];
wire [31:0] w;
wire [31:0] k = (round <= 19) ? 32'h5A827999 :
                (round <= 39) ? 32'h6ED9EBA1 :
                (round <= 59) ? 32'h8F1BBCDC :
                                32'hCA62C1D6;
reg [31:0] f;
wire [31:0] f_zero = ((b & c) | (~b & d));
wire [31:0] f_next_20;
wire [31:0] f_next_40;
wire [31:0] f_next_60;
wire [31:0] f_next_80;
assign context_out = {h0+a, h1+b, h2+c, h3+d, h4+e};
w_machine w_machine (.clk(clk), .load(start), .block(block), .w(w));
sha1_round sha1_round (
    .context_in(context),
    .w(w), .k(k), .f(f),
    .context_out(context_next),
    .f_next_20(f_next_20),
    .f_next_40(f_next_40),
    .f_next_60(f_next_60),
    .f_next_80(f_next_80));
always @(posedge clk)
begin
    if (start) begin
        round <= 0;
        context <= context_in;
        f <= f_zero;
    end else begin
        round <= (round + 1) % 128;
        context <= context_next;
        if (round+1 <= 19)  
            f <= f_next_20;
        else if (round+1 <= 39)
            f <= f_next_40;
        else if (round+1 <= 59)
            f <= f_next_60;
        else
            f <= f_next_80;
    end
end
endmodule
module w_machine (
    input wire clk,
    input wire load,
    input wire [511:0] block,
    output wire [31:0] w);
reg [511:0] state;
assign w = state[511:480];
wire [31:0] w_im3 = state[95:64];
wire [31:0] w_im8 = state[255:224];
wire [31:0] w_im14 = state[447:416];
wire [31:0] w_im16 = state[511:480];
wire [31:0] w_temp = w_im3 ^ w_im8 ^ w_im14 ^ w_im16;
wire [31:0] w_next = {w_temp[30:0], w_temp[31]};
always @(posedge clk)
begin
    if (load)
        state <= block;
    else begin
        state <= {state[479:0], w_next};
    end
end
endmodule
module sha1_round (
    input wire [159:0] context_in,
    input wire [31:0] w,
    input wire [31:0] k,
    input wire [31:0] f,
    output wire [159:0] context_out,
    output wire [31:0] f_next_20,
    output wire [31:0] f_next_40,
    output wire [31:0] f_next_60,
    output wire [31:0] f_next_80);
wire [31:0] a_in = context_in[159:128];
wire [31:0] b_in = context_in[127:96];
wire [31:0] c_in = context_in[95:64];
wire [31:0] d_in = context_in[63:32];
wire [31:0] e_in = context_in[31:0];
wire [31:0] a_out = {a_in[26:0], a_in[31:27]} + f + e_in + k + w;
wire [31:0] b_out = a_in;
wire [31:0] c_out = {b_in[1:0],b_in[31:2]};
wire [31:0] d_out = c_in;
wire [31:0] e_out = d_in;
assign f_next_20 = ((b_out & c_out) | (~b_out & d_out));
assign f_next_40 = (b_out ^ c_out ^ d_out);
assign f_next_60 = ((b_out & c_out) | (b_out & d_out) | (c_out & d_out));
assign f_next_80 = (b_out ^ c_out ^ d_out);
assign context_out = {a_out, b_out, c_out, d_out, e_out};
endmodule
module sha1_guesser #(
    parameter NONCE_SIZE = 16,
    parameter NONCE_START = 503
) (
    input wire clk,
    input wire start,
    input wire [159:0] context_in,
    input wire [511:0] block_in,
    input wire [159:0] target,
    input wire [159:0] target_mask,
    output wire hash,
    output wire match,
    output reg done,
    output wire [NONCE_SIZE-1:0] nonce,
    output wire [511:0] block_out,
    output wire [159:0] context_out);
wire [511:0] block = {block_in[511:NONCE_START+1], this_nonce, block_in[NONCE_START-NONCE_SIZE:0]};
assign block_out = block;
assign hash = sha1_done;
assign match = sha1_done & ((context_out & target_mask) == target);
wire sha1_start = start | sha1_done;
wire sha1_done;
reg [NONCE_SIZE-1:0] this_nonce;
reg [NONCE_SIZE-1:0] last_nonce;
assign nonce = last_nonce;
sha1_block sha1_block (.clk(clk), .start(sha1_start), .context_in(context_in), .block(block), .done(sha1_done), .context_out(context_out));
always @(posedge clk)
begin
    if (start) begin
        this_nonce <= 0;
        done <= 0;
    end else if (sha1_done) begin
        if (&this_nonce) begin  
            done <= 1;
        end else begin
            this_nonce <= (this_nonce + 1) % 2**NONCE_SIZE;
            last_nonce <= this_nonce;
        end
    end
end
endmodule
```
==> reports/qor.yml <==
ir_drop_v: 0.0000247
status: "completed"
synth_cell_types: 98
row_count: 232
clock_latency_ps: 850
max_freq_mhz: 33.7
critPathMostFrequentCell: "nor4_1"
ys_chip_area_um2: 48500
drv_slew: 0
worstMarginPinSlew_ps: 1150
finalSetupTns_ps: 0
top_logic_kind: "simple AND/OR/NAND/NOR gates"
synthXorXnorAreaFrac: 0.0634
hold_buffers: 0
setup_viol: 0
ys.flops: 744
path_max_fanout: 5
layout-drive-gt1-share: 0.0486
power_frac_comb: 0.547
ys_seq_share: 0.311
grt.overflow.total: 0
core-area_um2: 399000
fill_cells: 44540
io_buffer_count: 1668
clockBufferDepth: 4
ys_cells: 6404
logic_area_um2: 27800
p_leak_nw: 30.2
dieArea_um2: 425000
cts.repair.resized: 0
grt_max_degree: 115
finalInstanceArea_um2: 72000
yosys.area_share.simple: 0.249
seq_power_share: 0.223
dpl.hpwl_mm: 468
syn_area_per_cell_um2: 7.57
ios: 1685
use_met1: 0.226
grt_util_all_layers: 0.236
numCtsBuffers: 105
edf_count: 16
gr-max-usage-layer: "met2"
hold_violations: 0
switchingPower_mw: 1.45
first_pass_iters: 5
ys_sh_aoi: 0.132
wl_per_cell_um: 39.5
seq_area_um2: 15100
yosys.area_share.adder: 0.101
synth_top_area_share: 0.301
clkSlewWorstSetupHoldPaths_ps: 80
drv_cap: 0
cts_tree: "yes"
routabilityCongestion: 1.07
worstSetupEndpointType: "output port"
power.internal_mw: 1.72
die_h_um: 652
path_cells: "clkdlybuf4s50_1 -> ha_1 -> fa_1 -> a21oi_1 -> o211ai_1 -> nand3_1 -> and2_1 -> o311ai_1 -> mux2i_1 -> nor4_1 -> o2111ai_1 -> nor4_1 -> nand4_1 -> nor4_1 -> nand4_1 -> nor4_2 -> clkdlybuf4s50_1"
min_path_type: "flip-flop to flip-flop"
cts_root_buf: "clkbuf_16"
routed_wl_mm: 514
netlist_area_um2: 48500
cts_max_level: 3
grt_pass1_wl_mm: 620
initial_core_util: 0.122
post_cts_buffers: 0
cp.required_ps: 44240
p_sw_frac: 0.457
layout.cells.most_common: "nand2_1"
largest_area_cell: "dfxtp_1"
relSlewSlack: 0.231
topCellsByArea: "dfxtp_1 30%, nand2_1 17%, buf_4 7.7%, ha_1 5.2%, fa_1 4.9%"
gr-usage-met2: 0.428
grt_pass1_vias: 49865
start_kind: "input port"
p_total_mw: 3.16
grtUsageMet3: 0.0993
critPathMaxStageDelay_ps: 820
final_cell_mix: "2147 x nand2_1, 1668 x clkdlybuf4s50_1, 728 x dfxtp_1"
drtIter0Drc: 4365
vias: 52036
synthCells: 6404
warning_count: 47
ant_nets: 0
area_growth_pct: 48.5
finalCriticalPeriod_ps: 29700
flop_cell: "dfxtp_1"
dieWidth_um: 652
mux_area_frac: 0.0256
synth-async-reset-ratio: 0
place_area_um2: 68200
cts_sinks: 744
drc: 0
power_density_nw_per_um2: 43.9
antenna_found_initial: 405
p_clk_frac: 0.230
rsz0062_at_grt: "false"
cp_slowest_cell: "o311ai_1"
critPathKind: "input port to output port"
yosys_warnings: 3
finalCritPeriodShare: 0.537
holdWs_ps: 396
arrival_ps: 18640
skew_ps: 83.5
routed_via_density: 3.99
critical path: cells and delay by family:
kind            cells  cell delay, ps
buf+inv             2            1080
simple gates        8            3950
compound gates      4            1840
mux                 1             250
fa+ha+maj           2             450
cell usage after synthesis (17+ instances only):
cell type and instances:
a211oi_1 67, a21o_1 63, a21oi_1 225, a221oi_1 18, a31oi_1 26, and2_1 52
and3_1 32, buf_4 496, clkbuf_1 234, dfxtp_1 728, fa_1 119, ha_1 200
inv_1 292, mux2i_1 106, nand2_1 2148, nand2b_1 49, nand3_1 86, nand4_1 48
nor2_1 196, nor2b_1 69, nor3_1 50, nor4_1 31, o2111ai_1 17, o21a_1 44
o21ai_0 256, o21bai_1 26, o22ai_1 25, or3_1 20, xnor2_1 232, xor2_1 119
routing by layer:
metal / share of wire / vias to the layer above
met2: 0.52 / 2945
met3: 0.10 / 1169
met4: 0.069 / 210
met5: 0.0035 / -
li1: - / 23194
met1: 0.31 / 24518
cells by family (layout without fill, tap and decap cells):
logic type | after synthesis | in the layout
compound gates | 973 | 973
mux | 122 | 122
simple gates | 2865 | 2865
flops | 744 | 744
fa+ha+maj | 319 | 319
other cells | 0 | 111
buf+inv | 1030 | 2276
xor+xnor | 351 | 351
final cells by class:
type / count / share of cell area
flip-flops and latches: 744 / 0.209
repair buffers: 1796 / 0.245
multi-input cells: 4630 / 0.386
diodes: 111 / 0.00386
clock buffers: 136 / 0.0406
well taps: 5265 / 0.0915
clock inverters: 52 / 0.00881
inverters: 292 / 0.0152
state kept, by name, indices dropped and copies added, names as in the netlist:
signal and count:
sha1_block.w_machine.state 512, sha1_block.context 160, this_nonce 16, done 1, sha1_block.f 32, sha1_block.round 7, last_nonce 16
power by group through the flow:
stage                 clock (mW)  combinational (mW)  sequential, mW
after CTS                  0.751                1.74           0.704
after global routing       0.765                1.85           0.712
final                      0.728                1.73           0.704
metrics by stage:
step                setup WS, ps  instances  utilization
floorplan                  29810       6404            -
global placement           25950      12727        0.171
detailed placement         25950      12727        0.171
CTS                        25940      12915        0.180
global route               25640      12993        0.180
finish                     25600      13026        0.181
worst paths after layout:
check	to	startpoint	cells past startpoint	slack (ps)
worst max-delay path	match	context_in[0]	17	25600
worst min-delay path	sha1_block.w_machine.state[511]	sha1_block.w_machine.state[479]	2	400
worst max register to register	sha1_block.context[158]	sha1_block.round[0]	29	47290
worst min register to register	sha1_block.w_machine.state[511]	sha1_block.w_machine.state[479]	2	400
Power is estimated from default activity; no workload was simulated.
